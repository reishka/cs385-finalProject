File: /design/flow/run.sh
#!/bin/bash
# OpenROAD 26Q1-2900-gdf79404cd8, Yosys 0.63+post, stock flow scripts
make -C /OpenROAD-flow-scripts/flow DESIGN_CONFIG=/design/flow/config.mk WORK_HOME=/design/flow/orfs finish
File: /design/flow/constraint.sdc
current_design shift_left_logical

set clk_period 2.5
set clk_io_pct 0.2

create_clock -name clk0 -period $clk_period

set non_clock_inputs [all_inputs -no_clocks]
set_input_delay [expr $clk_period * $clk_io_pct] -clock clk0 $non_clock_inputs
set_output_delay [expr $clk_period * $clk_io_pct] -clock clk0 [all_outputs]
File: /design/flow/config.mk
export PLATFORM = sky130hd
export DESIGN_NAME = shift_left_logical
export DESIGN_NICKNAME = shift_left_logical
export VERILOG_FILES = /design/flow/design.v
export SDC_FILE = /design/flow/constraint.sdc
export NUM_CORES = 4
export LEC_CHECK = 1
export CORE_AREA = 10 10 72 72
export DIE_AREA = 0 0 82 82
File: /design/flow/design.v
module mux_2_to_1(x, a, b, sel); 
    input a, b, sel; 
    output x; 
    wire p, q, r; 
    not g1 (p, sel);
    and g2 (q, a, p), 
        g3 (r, b, sel);
    or  g4 (x, q, r); 
endmodule
module mux_32_to_16(x, a, b, sel); 
    input [15:0] a, b; 
    input sel;
    output [15:0] x; 
    mux_2_to_1 m0(x[0], a[0], b[0], sel),
               m1(x[1], a[1], b[1], sel),
               m2(x[2], a[2], b[2], sel),
               m3(x[3], a[3], b[3], sel),
               m4(x[4], a[4], b[4], sel),
               m5(x[5], a[5], b[5], sel),
               m6(x[6], a[6], b[6], sel),
               m7(x[7], a[7], b[7], sel),
               m8(x[8], a[8], b[8], sel),
               m9(x[9], a[9], b[9], sel),
               m10(x[10], a[10], b[10], sel),
               m11(x[11], a[11], b[11], sel),
               m12(x[12], a[12], b[12], sel),
               m13(x[13], a[13], b[13], sel),
               m14(x[14], a[14], b[14], sel),
               m15(x[15], a[15], b[15], sel);
endmodule
module shift_left_logical(out, in, shift_amount); 
    input [15:0] in; 
    input [3:0] shift_amount;
    output [15:0] out; 
    wire [15:0] p, q, r;
    mux_32_to_16 mux1(p, in[15:0], {in[7:0],8'b0}, shift_amount[3]),
                 mux2(q, p, {p[11:0],4'b0}, shift_amount[2]),
                 mux3(r, q, {q[13:0],2'b0}, shift_amount[1]),
                 mux4(out, r, {r[14:0],1'b0}, shift_amount[0]);
endmodule
==> flow_summary.json <==
{
  "worstPathMaxFanout": 7,
  "fin_crit_ns": 2.42,
  "core_area_mm2": 0.00369,
  "setup_viol": 0,
  "die_h_um": 82,
  "drive_gt1_frac": 0.469,
  "ys_area_um2": 787,
  "internal-power_mw": 0.159,
  "grt_usage": 0.0809,
  "postSynthAreaPerCell_um2": 7.57,
  "tightest_slew_ns": 0.330,
  "regArea_um2": 0,
  "maxSlewViolCount": 0,
  "start_kind": "input port",
  "die_x_um": 82,
  "final_cell_mix": "buf_4, dlygate4sd2_1, mux2i_1, clkdlybuf4s50_1",
  "pin_count": 36,
  "hp-class": "in2out",
  "syn_inst": 104,
  "pwr-share-comb": 1.000,
  "place.gp.congestion": 0.872,
  "grt_overflow": 0,
  "antenna_left": 0,
  "powerDensity_mw_per_mm2": 185,
  "max_freq_mhz": 413,
  "p_clk_frac": 0,
  "top_cells_by_area": "mux2i_1, buf_4, mux2_2",
  "ys_types": 32,
  "wl_met2_um": 1310,
  "period_used_share": 0.968,
  "syn2layout_area_growth_pct": 80.6,
  "grt_max_degree": 13,
  "hpwl_um": 2230,
  "wl_met1_um": 1320,
  "via_per_inst": 4.53,
  "first_pass_iters": 4,
  "die_area_mm2": 0.00672,
  "rows": 22,
  "nFillCells": 373,
  "seqPwrFrac": 0,
  "slew_headroom": 0.779,
  "grt_pass1_wl_um": 4500,
  "flops": 0,
  "grt_pass1_vias": 942,
  "drc_errors": 0,
  "nClkBuffers": 0,
  "routed_wl_um": 2790,
  "worstSetupPathType": "in2out",
  "status": "complete, no violations",
  "rsz0062_at_grt": "false",
  "drv_cap": 0,
  "warnings": 32,
  "cp-end-kind": "output pin",
  "p_leak_nw": 0.645,
  "fp_util": 0.213,
  "switching_share": 0.394,
  "netlist_area_um2": 787,
  "peakVddDrop_v": 0.0000741,
  "cp.required_ns": 2.00,
  "wl_per_cell_um": 14.3,
  "num_vias": 884,
  "ys_seq_share": 0,
  "portBuffers": 36,
  "yosysWarnings": 0,
  "antennaDiodeCount": 0,
  "crit_slowest_cell": "clkdlybuf4s50_1",
  "finalHoldViolCount": 0,
  "top_layer_used": "met4",
  "antenna_found_initial": 0,
  "crit_chain": "clkdlybuf4s15_2, buf_4, or2_2, nor3_2, clkdlybuf4s50_1",
  "layout_top_cell": "buf_4",
  "wl_met3_um": 149,
  "largest_area_cell": "mux2i_1",
  "critPathMaxStageDelay_ns": 0.48,
  "ys_cells": 104,
  "dpl_cell_area_mm2": 0.00124,
  "top_cell_area_share": 0.203,
  "drtIter0Drc": 38,
  "arrival_ns": 1.92,
  "p_sw_mw": 0.103,
  "whs_ns": 1.68,
  "stdcell_area_mm2": 0.00142
}
-- worst max-delay path, delay by kind of cell --
family / cells / cell delay (ns)
buf+inv: 3 / 0.89
simple gates: 2 / 0.52
-- logic make-up (layout without fill, tap and decap cells) --
group,after synthesis,in the layout,share of synthesized area
simple gates,32,32,0.211
mux,28,28,0.404
buf+inv,26,69,0.216
compound gates,18,18,0.169
-- synthesized netlist by cell type, drive strengths merged --
cell type and instances:
buf 22, nor3 3, nand2 5, nor2 8, clkbuf 1, mux2i 16
o22a 1, nand2b 5, a211oi 2, nand3 1, mux4 2, and3 1
o32ai 1, a21oi 5, a211o 1, nor2b 2, or2 2, a221o 1
or3b 1, or3 1, mux2 10, o221ai 3, and2 2, nand3b 1
o22ai 3, o21ai 1, inv 3
-- per-stage QoR --
step	TNS, ns	worst slack [ns]	instances	power [mW]	util
after floorplan	0	0.429	104	0.131	-
after global placement	-6.55	-0.558	189	0.235	0.336
after detailed placement	-6.67	-0.568	189	0.235	0.336
after CTS	0	0.0248	195	0.256	0.375
after global routing	0	0.00367	195	0.284	0.385
final	0	0.0811	195	0.262	0.385
-- metal layers --
| layer | GRT usage | up-vias |
|---|---|---|
| met4 | 0.00340 | 0 |
| met3 | 0.0176 | 2 |
| met2 | 0.133 | 24 |
| li1 | - | 456 |
| met1 | 0.111 | 402 |
| met5 | 0 | - |
-- final cells by class --
| type | count | area, um2 | area share |
|---|---|---|---|
| Multi-Input combinational cell | 78 | 753 | 0.530 |
| Timing Repair Buffer | 66 | 597 | 0.420 |
| Tap cell | 48 | 60.1 | 0.0423 |
| Inverter | 3 | 11.3 | 0.00792 |
-- worst paths after layout --
check / slack (ns) / endpoint / cells past startpoint / startpoint
min: 1.68 / out[5] / 4 / shift_amount[3]
max: 0.08 / out[0] / 5 / shift_amount[3]
-- timing repair --
action | 4_1_cts | 5_1_grt
buffers inserted | 4 | 0
resized | 59 | 10
gates cloned | 2 | 0
pin swaps | 9 | 1
endpoints found under the setup margin | 16 | 6
hold buffers | 0 | 0
-- power groups by stage --
| stage | Combinational (mW) | Clock [mW] | Sequential (mW) |
|---|---|---|---|
| global route | 0.284 | 0 | 0 |
| CTS | 0.256 | 0 | 0 |
| finish | 0.262 | 0 | 0 |
No activity file was given, so power comes from the tool's default toggle rates.
