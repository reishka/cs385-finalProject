[design/flow/constraint.sdc]
current_design shift_right_logical

set clk_period 2.5
set clk_io_pct 0.2

create_clock -name clk0 -period $clk_period

set non_clock_inputs [all_inputs -no_clocks]
set_input_delay [expr $clk_period * $clk_io_pct] -clock clk0 $non_clock_inputs
set_output_delay [expr $clk_period * $clk_io_pct] -clock clk0 [all_outputs]
[design/flow/config.mk]
export PLATFORM = sky130hd
export DESIGN_NAME = shift_right_logical
export DESIGN_NICKNAME = shift_right_logical
export VERILOG_FILES = /design/flow/design.v
export SDC_FILE = /design/flow/constraint.sdc
export NUM_CORES = 4
export LEC_CHECK = 1
export CORE_AREA = 10 10 72 72
export DIE_AREA = 0 0 82 82
[design/flow/run.sh]
#!/bin/bash
# OpenROAD 26Q1-2900-gdf79404cd8, Yosys 0.63+post, stock flow scripts
make -C /OpenROAD-flow-scripts/flow DESIGN_CONFIG=/design/flow/config.mk WORK_HOME=/design/flow/orfs finish
[design/flow/design.v]
module mux_2_to_1(x, a, b, sel); 
    input a, b, sel; 
    output x; 
    wire p, q, r; 
    not g1 (p, sel);
    and g2 (q, a, p), 
        g3 (r, b, sel);
    or  g4 (x, q, r); 
endmodule
module mux_32_to_16(x, a, b, sel); 
    input [15:0] a, b; 
    input sel;
    output [15:0] x; 
    mux_2_to_1 m0(x[0], a[0], b[0], sel),
               m1(x[1], a[1], b[1], sel),
               m2(x[2], a[2], b[2], sel),
               m3(x[3], a[3], b[3], sel),
               m4(x[4], a[4], b[4], sel),
               m5(x[5], a[5], b[5], sel),
               m6(x[6], a[6], b[6], sel),
               m7(x[7], a[7], b[7], sel),
               m8(x[8], a[8], b[8], sel),
               m9(x[9], a[9], b[9], sel),
               m10(x[10], a[10], b[10], sel),
               m11(x[11], a[11], b[11], sel),
               m12(x[12], a[12], b[12], sel),
               m13(x[13], a[13], b[13], sel),
               m14(x[14], a[14], b[14], sel),
               m15(x[15], a[15], b[15], sel);
endmodule
module shift_right_logical(out, in, shift_amount); 
    input [15:0] in; 
    input [3:0] shift_amount;
    output [15:0] out; 
    wire [15:0] p, q, r;
    mux_32_to_16 mux1(p, in[15:0], {8'b0,in[15:8]}, shift_amount[3]),
                 mux2(q, p, {4'b0,p[15:4]}, shift_amount[2]),
                 mux3(r, q, {2'b0,q[15:2]}, shift_amount[1]),
                 mux4(out, r, {1'b0,r[15:1]}, shift_amount[0]);
endmodule
==> results_slide.txt <==
Flow Results at a Glance

Drt
  • Wire per inst: around 14 µm
  • Antenna diode count: 0
  • DRT Pass-1 Iters: 4
  • Vias: roughly 960
  • Final WL: around 2900 µm
  • # DRC: 0
  • 1st-iter DRT viols: 19
  • Vias per inst: about 4.6
  • Number of nets with antenna violations after routing: 0

Global route
  • Largest net degree at the start of global routing: 16
  • Gr usage total: ~8.6%
  • Busiest layer in global routing: met2
  • Met1 Track Usage GR: 11.1%
  • Grt total ovfl: 0
  • Via count of the first global-routing pass: just over 1k
  • Grt met2 use: approximately 14%
  • GR Layer Usage met3: between 2 and 2.5%
  • Antenna violations before repair: 0
  • First-pass GRT wire length: 4770 µm

STA
  • Fin worst setup slack: 0.0438 ns
  • Final setup vio count: 0
  • Final Hold Viols: 0
  • Slew headroom: between 70 and 80%
  • RSZ-0062 raised after global routing: true
  • Minimum clock period: between 2 and 2.5 ns
  • Worst Max-Slew Pin Slew: around 0.35 ns
  • Slew Limit Fails: 0
  • Final period utilization: 98.2%
  • Max frequency: 0.407 GHz
  • Setup TNS: 0 ns

Worst setup path
  • Crit Path Class: primary input to output pin
  • Critical path required time: ~2 ns
  • Critical Path End Type: output pin
  • CP Data Arrival Time: ~2.0 ns
  • CP max FO: 3
  • Setup crit start kind: primary input

Final layout
  • Layout cells sized above 1: about half
  • Clock buffer count in the final layout: 0
  • FF/Latch Area: 0 µm²
  • Area growth from synthesis to layout: 84.9%
  • Flip-flops: 0
  • Finished Cell Area: 0.00149 mm²

Flow run
  • Tool warning count: 34
  • Max cap viols: 0

Logic synthesis
  • Number of cells in Yosys stat: 108
  • Yosys top cell area share: 19.9%
  • Cell area leaders: mux2i_1, buf_4, mux4_2
  • Register area share after synthesis: 0%
  • Syn_area_per_cell: ~7.5 µm²
  • Synth cell types: 29
  • Synth warn: 0
  • Synth top cell by count: buf_4
  • Synthesized area: 806 µm²
  • Synthesis area per yosys: between 800 and 900 µm²
  • Synth Instances: about 110
  • Most common library cells after synthesis: buf_4, mux2i_1, nor2_1
  • Leading area contributor after synthesis: mux2i_1

Floorplanning
  • Die span in y: between 80 and 90 µm
  • Std-Cell Core Area: around 0.0037 mm²
  • I/O pin cnt: 36
  • Starting Density: ~22%
  • Rows: 22
  • Die Area: between 0.006 and 0.007 mm²
  • Die width: between 80 and 90 µm

Placement
  • DP Area: about 0.0013 mm²
  • Hpwl dp: 2280 µm
  • Input/output buffers: 36
  • Post-Place Worst Slack: -0.659 ns
  • RePlAce Congestion: slightly above 0.9

Pwr
  • Max IR drop VDD: 0.0000917 V
  • Lkg Pwr: roughly 0.71 nW
  • Pwr per Cell Area: 182 mW/mm²

Hold path
  • Hold Crit Class: primary input to output pin

Run status
  • Status: finished, final reports clean
-- cells by family after synthesis --
| group | synth area share, % |
|---|---|
| buf+inv | 21.1 |
| simple gates | 21.7 |
| compound gates | 19.1 |
| mux | 38.0 |
-- metrics by stage --
stage               total power [W]  instances  utilization [%]  hold slack, ns
finish                     0.000272        206             40.4            1.55
detailed placement         0.000236        196             34.5            2.17
CTS                        0.000253        204             37.8            1.63
global placement           0.000235        196             34.5            2.16
global route               0.000296        206             40.4            1.60
floorplan                  0.000128        108                -            1.23
-- layout make-up --
type | count | area [µm²]
fill | 361 | 2200
inverter | 2 | 7.51
multi-input combinational | 82 | 778
tap | 48 | 60.1
timing repair buffer | 74 | 644
-- worst paths after layout --
kind	slack, ns	endpoint	cells past startpoint	start
setup / recovery	0.04	out[10]	7	in[11]
hold / removal	1.55	out[13]	4	shift_amount[0]
-- cells in the final DEF, fill, tap and decap left out, types with 4 or more instances in the layout --
cell / netlist / layout
buf_4: 17 / 30
dlygate4sd2_1: 0 / 17
mux2i_1: 16 / 12
buf_6: 1 / 8
clkdlybuf4s50_1: 0 / 6
nor2_1: 9 / 5
clkdlybuf4s15_1: 0 / 5
nor2_2: 0 / 4
nor2b_1: 4 / 4
mux4_2: 4 / 4
a21oi_1: 7 / 4
nor3_1: 5 / 4
dlymetal6s2s_1: 0 / 4
buf_2: 1 / 4
-- report_power, final --
group | leakage (nW) | total [W] | switching [W] | internal (W)
Combinational | 0.710 | 0.000272 | 0.000110 | 0.000161
Clock | 0 | 0 | 0 | 0
Sequential | 0 | 0 | 0 | 0
-- worst max-delay path, stage by stage --
cell,delay (ns)
dlygate4sd2_1,0.25
buf_4,0.14
mux2i_4,0.17
and2_4,0.19
a211oi_4,0.04
mux2_4,0.26
clkdlybuf4s50_1,0.41
-- metal layers --
layer  routed length [µm]  vias to the layer above
li1                     -                      482
met1                 1400                      433
met2                 1310                       37
met3                  190                        4
met4                   19                        0
met5                    0                        -
-- timing repair --
item / CTS / global route
endpoints found under the setup margin: 16 / 9
hold buffers: 0 / 0
pin swaps: 7 / 5
cloned: 0 / 0
hold endpoints to repair: 0 / 0
gates resized: 64 / 23
setup buffers: 8 / 2
Power is estimated from default activity; no workload was simulated.
