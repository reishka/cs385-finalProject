<file path="flow/constraint.sdc">
current_design alu_16_bit

set clk_period 8.9
set clk_io_pct 0.2

create_clock -name clk0 -period $clk_period

set non_clock_inputs [all_inputs -no_clocks]
set_input_delay [expr $clk_period * $clk_io_pct] -clock clk0 $non_clock_inputs
set_output_delay [expr $clk_period * $clk_io_pct] -clock clk0 [all_outputs]
</file>
<file path="flow/config.mk">
export PLATFORM = sky130hd
export DESIGN_NAME = alu_16_bit
export DESIGN_NICKNAME = alu_16_bit
export VERILOG_FILES = /design/flow/design.v
export SDC_FILE = /design/flow/constraint.sdc
export NUM_CORES = 4
export LEC_CHECK = 1
export CORE_AREA = 10 10 95 95
export DIE_AREA = 0 0 105 105
</file>
<file path="flow/design.v">
module alu_16_bit(result, overflow, zero, c_out, a, b, op);
    input [15:0] a;
    input [15:0] b;
    input [2:0] op;
    output [15:0] result;
    output overflow, zero, c_out;
    wire p, q, r, s, t, u, v, w, x;
    wire less;
    alu_4_bit alu_0(result[3:0], s, p, a[3:0], b[3:0], less, op[2], op),
              alu_1(result[7:4], t, q, a[7:4], b[7:4], 0, p, op),
              alu_2(result[11:8], u, r, a[11:8], b[11:8], 0, q, op);
    alu_4_bit_last alu_3(result[15:12], overflow, less, v, c_out, a[15:12], b[15:12], r, op); 
    and  g1(w, s, t),
         g2(x, u, v),
         g3(zero, w, x);
endmodule
module alu_1_bit(result, c_out, a, b, less, c_in, op);
    input a, b;
    input less;
    input c_in;
    input [2:0] op;
    output result, c_out;
    wire m, n, p, q, r;
    not g1(m, b);
    mux_2_to_1  mux1(n, b, m, op[2]);
    and g2(p, a, n);
    or  g3(q, a, n);
    full_adder  fa(r, c_out, a, n, c_in);
    mux_4_to_1  mux2(result, p, q, r, less, op[1:0]);
endmodule
module alu_1_bit_msb(result, overflow, set, c_out, a, b, less, c_in, op);
    input a, b;
    input less;
    input c_in;
    input [2:0] op;
    output result, overflow, set, c_out;
    wire m, n, p, q;
    not g1(m, b);
    mux_2_to_1  mux1(n, b, m, op[2]);
    and g2(p, a, n);
    or  g3(q, a, n);
    full_adder  fa(set, c_out, a, n, c_in);
    mux_4_to_1  mux2(result, p, q, set, less, op[1:0]);
    xor g4(overflow, c_out, c_in);
endmodule
module alu_4_bit(result, zero, c_out, a, b, less, c_in, op);
    input [3:0] a;
    input [3:0] b;
    input less;
    input c_in;
    input [2:0] op;
    output [3:0] result;
    output zero, c_out;
    wire p, q, r, s, t;
    alu_1_bit alu_0(result[0], p, a[0], b[0], less, c_in, op),
              alu_1(result[1], q, a[1], b[1], 0, p, op),
              alu_2(result[2], r, a[2], b[2], 0, q, op),
              alu_3(result[3], c_out, a[3], b[3], 0, r, op); 
    or  g1(s, result[0], result[1]),
        g2(t, result[2], result[3]);
    nor g3(zero, s, t);
endmodule
module alu_4_bit_last(result, overflow, set, zero, c_out, a, b, c_in, op);
    input [3:0] a;
    input [3:0] b;
    input c_in;
    input [2:0] op;
    output [3:0] result;
    output overflow, set, zero, c_out;
    wire p, q, r, s, t;
    alu_1_bit alu_0(result[0], p, a[0], b[0], 0, c_in, op),
              alu_1(result[1], q, a[1], b[1], 0, p, op),
              alu_2(result[2], r, a[2], b[2], 0, q, op);
    alu_1_bit_msb alu_3(result[3], overflow, set, c_out, a[3], b[3], 0, r, op);
    or  g1(s, result[0], result[1]),
        g2(t, result[2], result[3]);
    nor g3(zero, s, t);
endmodule
module full_adder(sum, c_out, a, b, c_in);
    input a, b, c_in;
    output sum, c_out;
    wire p, q, r;
    half_adder ha1(p, q, a, b),
               ha2(sum, r, p, c_in);
    or g1(c_out, r, q);
endmodule
module half_adder(sum, c_out, a, b); 
    input a, b; 
    output sum, c_out; 
    xor g1 (sum, a, b);
    and g2 (c_out, a, b);
endmodule
module mux_2_to_1(x, a, b, sel); 
    input a, b, sel; 
    output x; 
    wire p, q, r; 
    not g1 (p, sel);
    and g2 (q, a, p), 
        g3 (r, b, sel);
    or  g4 (x, q, r); 
endmodule
module mux_4_to_1(x, a, b, c, d, sel); 
    input a, b, c, d; 
    input [1:0] sel;
    output x; 
    wire p, q; 
    mux_2_to_1 mux1(p, a, b, sel[0]),
               mux2(q, c, d, sel[0]),
               mux3(x, p, q, sel[1]);
endmodule
</file>
<file path="flow/run.sh">
#!/bin/bash
# OpenROAD 26Q1-2900-gdf79404cd8, Yosys 0.63+post, stock flow scripts
make -C /OpenROAD-flow-scripts/flow DESIGN_CONFIG=/design/flow/config.mk WORK_HOME=/design/flow/orfs finish
</file>
==> results.toml <==
# synthesis and place-and-route metrics
[logic_synthesis]
ys_sh_xor_pct = 9.92
synth-compound-area-share_pct = 10.0
syn_area_per_cell_sq_um = 9.32
ys_area_sq_um = 1500
ys_seq_share_pct = 0
synth_warnings = 9
top_cells_by_count = "inv_1, ha_1, buf_4, mux2i_1, xor2_1"
ys_top_cells_by_area = "ha_1, fa_1, mux2i_1"
logic_family = "adder cells"
synthCells = 161
mux_share_pct = 10.7
yosys_cells = 161
synth.distinct_cells = 23
synthAdderAreaFrac_pct = 45.0
largest_area_cell = "ha_1"
most_common_cell = "inv_1"
simple_gate_area_share_pct = 4.75
synth_area_sq_um = 1500
synth_top_area_share_pct = 25.0

[placed_design]
io_buffer_count = 54
dp_hpwl_um = 3550
placed_cells = 318
gp_congestion = 0.805
placed_area_sq_um = 2260

[sta]
worst-slew-pin-transition_ns = 0.330
finalSetupViolations = 8
relSlewSlack_pct = 77.9
hold_violations = 0
maxSlewViolCount = 0
rsz0062_at_grt = "yes"
setup_tns_ns = -4.74
min_period_ns = 9.94
max_freq_ghz = 0.101
hold_slack_ns = 4.20
fin_crit_sh_pct = 112
timing.final.ws_setup_ns = -1.04

[final_layout]
seq_cells = 0
final_cells = 321
area_growth_pct = 52.6
fin_util_pct = 33.2
regArea_sq_um = 0
finalInstanceArea_sq_um = 2290
fillCellCount = 707
drive_gt1_share_pct = 32.0
clockBufferCount = 0

[worst_hold_path]
hp-class = "in2out"
hold_path_depth = 6
hp-start = "b[0]"
min_delay_worst_endpoint = "result[0]"

[setup_path]
slowest_delay_ns = 0.44
path_common_cell = "fa_2"
crit_fanout = 4
cp_cell_sequence = "buf_12 > xor2_4 > fa_2 > fa_2 > fa_2 > fa_2 > fa_2 > fa_2 > fa_2 > fa_2 > fa_2 > fa_2 > fa_2 > fa_2 > fa_2 > fa_2 > fa_2 > mux2i_1 > o22ai_2 > nor4_2 > nand2_1 > nor3_2 > buf_2"
crit_path_top_delay_cell = "fa_2"
criticalPathCategory = "in2out"
crit_path_start_kind = "input port"
endpoint_kind = "output port"
cp.arrival_ns = 8.16
required_ns = 7.12

[power_and_ir_drop]
ir_worst_vdd_mv = 0.0265
leakage_nw = 1.11
powerDensity_nw_per_um2 = 67.0

[routing]
final_antenna_net_count = 0
diodes = 0
first_pass_iters = 4
viasPerCell = 3.77
drt_iter0_markers = 14
wl_per_cell_um = 13.0
num_vias = 1210
drc = 0
drt-total-wl_um = 4190

[grt]
gr-total-overflow = 0
antenna_found_initial = 0
grt_start_max_net_pins = 20
grt_pass1_wl_um = 6800
grt.total_usage_pct = 7.49
first_global_vias = 1345

[floorplanning]
pin_count = 54
rows = 30
die_area_sq_um = 11000
core_area_sq_um = 6910
die_x_um = 105
fp-utilization_pct = 21.7
fp.dieH_um = 105

[clock_tree]
holdBufCountCts = 0

[status]
outcome = "finished with violations"
violations = "negative setup slack"

[job]
warnings = 65
max-cap-violations = 0
==> critical path, delay by kind of cell <==
kind	cells	cell delay, ns
fa+ha+maj	15	5.29
mux	1	0.17
buf+inv	2	0.22
simple gates	3	0.40
xor+xnor	1	0.18
compound gates	1	0.10
==> metrics by stage <==
step / setup slack, ns / total power, mW
floorplan: -0.958 / 0.0874
global placement: -1.92 / 0.151
detailed placement: -1.98 / 0.153
CTS: -1.17 / 0.157
global route: -1.31 / 0.173
finish: -1.04 / 0.153
==> area by class of cell <==
type	instances	area [sq um]	share of cell area, %
Inverter	31	116	5.08
Multi-Input combinational cell	107	1280	56.1
Tap cell	96	120	5.25
Timing Repair Buffer	87	768	33.6
==> worst max-delay path by stage <==
stage,from,to,slack (ns),depth (start not counted)
5_1_grt,op[2],zero,-1.31,23
6_report,op[2],zero,-1.04,23
4_1_cts,op[2],zero,-1.17,24
==> timing repair <==
item / 4_1_cts / 5_1_grt
setup buffers: 3 / 2
endpoints found under the setup margin: 9 / 9
pin swaps: 4 / 0
gates resized: 39 / 11
endpoints found under the hold margin: 0 / 0
==> cells by family after synthesis <==
family	count (synthesis)
muxes	16
AOI/OAI and AO/OA	20
xor gates and xnor gates	17
adders and majority gates	45
buffers and inverters	54
and+or+nand+nor	9
==> layout by cell type, fill, tap and decap left out, drive strengths merged <==
cell	n
fa	15
buf	40
nand2	3
mux2i	16
a21o	1
o22ai	15
nand2b	1
xor2	16
a211oi	1
o21ai	1
xnor2	1
nor3	2
clkbuf	4
clkdlybuf4s50	43
inv	31
nor4	3
ha	30
a21oi	2
==> per-layer routing <==
metal	up-vias	track usage (%)	wire, um
met5	-	0	0
met4	0	0	0
li1	623	-	-
met2	40	12.5	1900
met3	0	2.48	339
met1	547	9.82	1950
==> report_power, final <==
part	internal (mW)	leakage (nW)	switching, mW
combinational	0.0898	1.11	0.0635
clock	0	0	0
sequential	0	0	0
total	0.0898	1.11	0.0635
Power and IR drop assume default switching activity.
